--- flow/config.mk ---
export PLATFORM = sky130hd
export DESIGN_NAME = missile_predictor_fpga
export DESIGN_NICKNAME = missile_predictor_fpga
export VERILOG_FILES = /design/flow/design.v
export SDC_FILE = /design/flow/constraint.sdc
export NUM_CORES = 4
export LEC_CHECK = 1
export CORE_UTILIZATION = 40
--- flow/constraint.sdc ---
current_design missile_predictor_fpga

set clk_period 15.2
set clk_io_pct 0.2

create_clock -name clk0 -period $clk_period [get_ports {clk50mhz}]

set non_clock_inputs [all_inputs -no_clocks]
set_input_delay [expr $clk_period * $clk_io_pct] -clock clk0 $non_clock_inputs
set_output_delay [expr $clk_period * $clk_io_pct] -clock clk0 [all_outputs]
--- flow/run.sh ---
#!/bin/bash
# OpenROAD 26Q1-2900-gdf79404cd8, Yosys 0.63+post, stock flow scripts
make -C /OpenROAD-flow-scripts/flow DESIGN_CONFIG=/design/flow/config.mk WORK_HOME=/design/flow/orfs finish
--- flow/design.v ---
module missile_predictor_fpga(
    input clk50mhz,
    input uart_rx,
    output reg servo_pwm_out_x,
    output reg servo_pwm_out_y
);
    parameter CLK_FREQ = 50000000;
    parameter BAUD_RATE = 9600;
    parameter BAUD_TICK = CLK_FREQ / BAUD_RATE;
    reg [12:0] baud_cnt = 0;
    reg [3:0] bit_cnt = 0;
    reg [9:0] rx_shift = 10'b1111111111;
    reg receiving = 0;
    reg [7:0] rx_data = 0;
    reg data_ready = 0;
    reg byte_state = 0;
    reg [7:0] uart_x = 128;
    reg [7:0] uart_y = 128;
    always @(posedge clk50mhz) begin
        data_ready <= 0;
        if (!receiving) begin
            if (uart_rx == 0) begin
                receiving <= 1;
                baud_cnt <= BAUD_TICK / 2;
                bit_cnt <= 0;
            end
        end else begin
            if (baud_cnt == 0) begin
                baud_cnt <= BAUD_TICK - 1;
                rx_shift <= {uart_rx, rx_shift[9:1]};
                bit_cnt <= bit_cnt + 1;
                if (bit_cnt == 9) begin
                    receiving <= 0;
                    rx_data <= rx_shift[8:1];
                    data_ready <= 1;
                end
            end else begin
                baud_cnt <= baud_cnt - 1;
            end
        end
    end
    reg [7:0] x_history [0:19];
    reg [7:0] y_history [0:19];
    integer i;
    reg [4:0] sample_count = 0;
    reg [7:0] last_x = 128;
    reg [7:0] last_y = 128;
    reg [3:0] predict_counter = 0;
    reg [7:0] x_pos = 128;
    reg [7:0] y_pos = 128;
    reg reset_samples = 0;
    wire signed [8:0] dx = x_history[19] - x_history[0];
    wire signed [8:0] dy = y_history[19] - y_history[0];
    wire signed [8:0] vx = dx >>> 4;   
    wire signed [8:0] vy = dy >>> 4;
    wire signed [8:0] pred_x = x_history[19] + vx * 10;
    wire signed [8:0] pred_y = y_history[19] + vy * 10;
    wire [7:0] final_x = (pred_x < 0) ? 0 : (pred_x > 255) ? 255 : pred_x[7:0];
    wire [7:0] final_y = (pred_y < 0) ? 0 : (pred_y > 255) ? 255 : pred_y[7:0];
    always @(posedge clk50mhz) begin
        if (reset_samples) begin
            sample_count <= 0;
            reset_samples <= 0;
        end
        if (data_ready) begin
            if (byte_state == 0) begin
                uart_x <= rx_data;
                byte_state <= 1;
            end else begin
                uart_y <= rx_data;
                byte_state <= 0;
                if ((uart_x != last_x) || (uart_y != last_y)) begin
                    last_x <= uart_x;
                    last_y <= uart_y;
                    if (sample_count < 20)
                        sample_count <= sample_count + 1;
                    for (i = 0; i < 19; i = i + 1) begin
                        x_history[i] <= x_history[i+1];
                        y_history[i] <= y_history[i+1];
                    end
                    x_history[19] <= uart_x;
                    y_history[19] <= uart_y;
                end
            end
        end
        if (data_ready && byte_state == 0 && sample_count == 20) begin
            predict_counter <= predict_counter + 1;
            if (predict_counter == 10) begin
                x_pos <= final_x;
                y_pos <= final_y;
                predict_counter <= 0;
                reset_samples <= 1;
            end
        end
    end
    reg [19:0] pwm_cnt = 0;
    always @(posedge clk50mhz) begin
        if (pwm_cnt >= 20'd999_999)
            pwm_cnt <= 0;
        else
            pwm_cnt <= pwm_cnt + 1;
    end
    wire [19:0] pulse_x = 20'd25000 + x_pos * 20'd294;  
    wire [19:0] pulse_y = 20'd50000 + y_pos * 20'd294;
    always @(posedge clk50mhz) begin
        servo_pwm_out_x <= (pwm_cnt < pulse_x);
        servo_pwm_out_y <= (pwm_cnt < pulse_y);
    end
endmodule
==> flow_summary.ini <==
; synthesis and place-and-route metrics
[outcome]
outcome = completed

[timing]
finalClockPeriodUsage = 0.3275
setup_viol = 0
max_slew_margin = 0.4536
rsz0062_at_grt = false
slew_violations = 0
fin_setup_tns_ns = 0
worst_slack_ns = 10.22
fmax_mhz = 200.9
skew_ns = 0.02385
fin_crit_ns = 4.978
worstMarginPinSlew_ns = 0.8196
hold_viol = 0
hold_ws_ns = 0.4017

[clock_network]
cts-buffers-inserted = 45
ctsResizeCount = 0
root_buffer = clkbuf_16
postCtsSetupBuffers = 0
htree_levels = 2
postCtsHoldBufs = 0
cts_tree = built
clock_path_buffers = 3
clkSlewWorstSetupHoldPaths_ns = 0.06
cts_sinks = 437
clkLatencyLatePin_ns = 0.57

[setup_path]
cp-start-kind = flop
criticalPathCategory = flop to flop
critPathMaxFanout = 5
worstPathRequired_ns = 15.70
arrival_ns = 5.48
critPathCaptureType = flop

[die]
die_area_sq_mm = 0.04793
die_width_um = 218.9
core_area_sq_mm = 0.04646
boundaryPins = 4
fp_util = 0.4052
fp-row-count = 79
die_h_um = 218.9

[run]
warning_count = 28
cap_viol_max_count = 0

[final_layout]
final_cell_mix = edfxtp_1, ha_1, inv_1, nor2_1, xnor2_1
layout-drive-gt1-share = 0.07116
seq_area_sq_mm = 0.01282
post-route-util = 0.4565
area_growth_pct = 12.66
fin_cells = 1915
nFillCells = 3983
logic_area_sq_mm = 0.005647
layout_top_cell = edfxtp_1
design_area_sq_mm = 0.02121

[logic_synthesis]
area_leaders = edfxtp_1, ha_1, dfxtp_1
yosys-stat-cells = 1219
synth_warnings = 3
yosys_area_sq_mm = 0.01882
yosys_register_bits = 437
syn_avg_cell_area_sq_um = 15.44
syn_inst = 1219
synthesis.area_sq_mm = 0.01882
async_reset_ff_frac = 0
flop_cell = edfxtp_1
postSynthSeqShare = 0.6812
synth_cell_types = 59
largest_area_cell = edfxtp_1
edf_count = 407
synth.top_cell.area_share = 0.6493

[detailed_routing]
post_drt_wl_per_cell_um = 13.48
routed_wl_mm = 25.81
post-route-drc-count = 0
num_vias = 9190
first_pass_iters = 4
drt_iter0_markers = 554
via_per_inst = 4.799
ant_nets = 0

[global_route]
grt_use_total = 0.1207
grt_max_degree = 69
grt_pass1_vias = 8953
grt_antenna_before_repair = 0
grt_pass1_wl_mm = 43.59
grt.overflow.total = 0

[power_and_ir_drop]
finalPower_mw = 2.506
ir_worst_vdd_mv = 0.09064
p_leak_nw = 7.876
p_per_area_mw_per_mm2 = 118.2

[placed_design]
place.gp.congestion = 0.8551
place_area_sq_mm = 0.01965
pre_cts_ws_ns = 10.27
dp.cells = 1832
hpwl_mm = 16.60
io_buffers = 3

[hold_path]
min_path_type = flop to flop
[registers in the layout, summed over array words and instances (netlist names), 8 cells and up]
name / count
x_history: 160
uart_x: 8
last_y: 8
uart_y: 8
last_x: 8
y_pos: 8
pwm_cnt: 20
baud_cnt: 13
y_history: 160
rx_data: 8
x_pos: 8
rx_shift: 9
[metal layers]
layer | part of all wire | vias up | track usage
met5 | 0 | - | 0
li1 | - | 4660 | -
met3 | 0.070 | 47 | 0.04770
met4 | 0.024 | 0 | 0.02500
met1 | 0.50 | 4327 | 0.2064
met2 | 0.40 | 156 | 0.1576
[cells by family after synthesis]
group	share of synthesized area
flip-flops	0.6812
AND/OR/NAND/NOR	0.06268
adder cells (fa/ha/maj)	0.1260
AND-OR/OR-AND	0.05849
XOR/XNOR	0.04992
buffers and inverters	0.01894
multiplexers	0.002792
[worst max-delay path: stages, from the launching register on]
cell,delay (ns)
edfxtp_1,0.45
ha_1,0.32
inv_1,0.05
fa_1,0.47
fa_1,0.55
inv_1,0.04
ha_1,0.24
a2111o_1,0.43
o21ai_0,0.20
xor2_1,0.12
nor4_1,0.57
nand2_1,0.14
xnor2_1,0.16
ha_1,0.31
a21o_1,0.17
a21o_1,0.17
a21oi_1,0.15
nor2b_1,0.06
o21ai_0,0.15
nand2_1,0.07
a21oi_1,0.10
[worst paths after layout]
check                            startpoint                         to  slack (ns)  cells past startpoint
hold / removal    x_history[9][4]$_DFFE_PP_  x_history[8][4]$_DFFE_PP_        0.40                      0
setup reg to reg     x_pos[1]$_SDFFCE_PP0P_    servo_pwm_out_x$_DFF_P_       10.22                     20
setup / recovery     x_pos[1]$_SDFFCE_PP0P_    servo_pwm_out_x$_DFF_P_       10.22                     20
hold reg to reg   x_history[9][4]$_DFFE_PP_  x_history[8][4]$_DFFE_PP_        0.40                      0
[power breakdown]
part	internal [mW]	switching (mW)
sequential	1.32	0.0132
clock	0.696	0.447
combinational	0.0173	0.0165
total	2.03	0.477
[layout make-up]
cell class	count	share of cell area
sequential	437	0.6046
clock inverter	26	0.01746
clock buffer	56	0.05605
inverter	89	0.01575
timing repair buffer	10	0.003894
antenna	1	0.0001180
tap	607	0.03581
multi-input combinational	689	0.2663
[synth_stat cells, drive strengths merged (3+ instances only)]
master	instances
nor2	85
or3	6
nor2b	20
a211o	3
o31a	7
xor2	48
inv	89
a21boi	3
a21o	32
a41oi	3
o21ai	30
nor3	21
clkbuf	3
dfxtp	30
o211ai	3
a211oi	6
edfxtp	407
mux2i	3
and2	4
a2111oi	8
nor3b	4
a21oi	46
fa	16
nand4	10
nand2b	12
xnor2	54
nor4	9
o21a	5
nand3	19
nand2	39
ha	164
