==> design/flow/design.v <==
module dual_servo_uart(
    input clk50mhz,
    input uart_rx,
    output reg servo_pwm_out_a,  
    output reg servo_pwm_out_b   
);
    parameter CLK_FREQ = 50000000;
    parameter BAUD_RATE = 9600;
    parameter BAUD_TICK = CLK_FREQ / BAUD_RATE;
    reg [12:0] baud_cnt = 0;
    reg [3:0] bit_cnt = 0;
    reg [9:0] rx_shift = 10'b1111111111;
    reg receiving = 0;
    reg [7:0] rx_data = 8'd0;
    reg data_ready = 0;
    always @(posedge clk50mhz) begin
        data_ready <= 0;
        if (!receiving) begin
            if (uart_rx == 0) begin
                receiving <= 1;
                baud_cnt <= BAUD_TICK / 2;
                bit_cnt <= 0;
            end
        end else begin
            if (baud_cnt == 0) begin
                baud_cnt <= BAUD_TICK - 1;
                rx_shift <= {uart_rx, rx_shift[9:1]};
                bit_cnt <= bit_cnt + 1;
                if (bit_cnt == 9) begin
                    receiving <= 0;
                    rx_data <= rx_shift[8:1];
                    data_ready <= 1;
                end
            end else begin
                baud_cnt <= baud_cnt - 1;
            end
        end
    end
    reg [7:0] x_position = 8'd128;
    reg [19:0] pwm_cnt = 0;
    always @(posedge clk50mhz) begin
        if (data_ready) begin
            if (rx_data < 8'd255)
                x_position <= rx_data;
        end
    end
    always @(posedge clk50mhz) begin
        if (pwm_cnt >= 20'd999_999)
            pwm_cnt <= 0;
        else
            pwm_cnt <= pwm_cnt + 1;
    end
    wire [19:0] pulse_width_a = 20'd50000 + x_position * 20'd196;
    wire [19:0] pulse_width_b = 20'd50000 + (8'd255 - x_position) * 20'd196;
    always @(posedge clk50mhz) begin
        servo_pwm_out_a <= (pwm_cnt < pulse_width_a);
        servo_pwm_out_b <= (pwm_cnt < pulse_width_b);
    end
endmodule
==> design/flow/run.sh <==
#!/bin/bash
# OpenROAD 26Q1-2900-gdf79404cd8, Yosys 0.63+post, stock flow scripts
make -C /OpenROAD-flow-scripts/flow DESIGN_CONFIG=/design/flow/config.mk WORK_HOME=/design/flow/orfs finish
==> design/flow/config.mk <==
export PLATFORM = sky130hd
export DESIGN_NAME = dual_servo_uart
export DESIGN_NICKNAME = dual_servo_uart
export VERILOG_FILES = /design/flow/design.v
export SDC_FILE = /design/flow/constraint.sdc
export NUM_CORES = 4
export LEC_CHECK = 1
export CORE_UTILIZATION = 40
==> design/flow/constraint.sdc <==
current_design dual_servo_uart

set clk_period 7.3
set clk_io_pct 0.2

create_clock -name clk0 -period $clk_period [get_ports {clk50mhz}]

set non_clock_inputs [all_inputs -no_clocks]
set_input_delay [expr $clk_period * $clk_io_pct] -clock clk0 $non_clock_inputs
set_output_delay [expr $clk_period * $clk_io_pct] -clock clk0 [all_outputs]
==> results.ini <==
[sta]
slew_headroom=0.576
fin_tns_setup_ns=0
hold_viol_final=0
worstMarginPinSlew_ns=0.627
fin_ws_ns=2.76
period_needed_ns=4.54
drv_slew=0
skew_ns=0.00742
fin_crit_sh=0.622
holdWs_ns=0.417
rsz0062_at_grt=no
fmax_mhz=220
setup_viol=0

[synth]
edf_count=42
synthCells=481
synth_seq_share=0.349
synth_warnings=1
async_reset_ff_frac=0
synthFlopType=edfxtp_1
yosys.cell_types.count=54
ys_seq_elements=66
ys_cells=481
netlist_area_sq_um=4980
syn_avg_cell_area_sq_um=10.4
yosys_area_sq_um=4980

[floorplan]
die_w_um=114
coreArea_sq_um=12100
rows=40
num_io_pins=4
chip_area_sq_um=12900
die_h_um=114
initCoreUtil=0.413

[pwr]
switching_share=0.239
ir_worst_vdd_v=0.000189
p_comb_frac=0.075
seqPwrFrac=0.501
power.leakage_nw=2.37
power_density_nw_per_um2=172
p_clk_frac=0.424
internal_power_w=0.000713
p_switching_w=0.000224

[min_path]
worstHoldStart=rx_shift[1]
hold_path_class=reg2reg
worstHoldEndpoint=rx_data[0]
min_delay_path_depth=0

[final_layout]
syn2layout_area_growth_pct=9.54
drive_above_1_share=0.0727
utilization=0.453
fin_cells=663

[clock_network]
cts_root_buf=clkbuf_16
cts_tree=done
h-tree-depth=3
clock_latency_ns=0.34
cts_resized=0
clock_sinks=66
clk_pin_slew_ns=0.05
cts_setup_buffers=0
clockBufferDepth=2
cts_made_buffers=9
hold_buffers=0

[drt]
n_antenna_cell=0
wl_per_cell_um=12.8
viasPerCell=4.90
drtPass1Iterations=6
routed_wl_um=8470
vias=3246
ant_nets=0
drcViolationCount=0
drtIter0Drc=113

[global_route]
grt_max_degree=21
grt_pass1_wl_um=14900
grt_overflow=0
grtUsageTotal=0.149
grt_pass1_vias=3195
antenna_found_initial=0

[critical_path]
r2r_start=x_position[2]
reg2reg_depth=19
crit_type=reg2reg
startpoint_type=flop
worst-path-max-fanout=6
cp.required_ns=7.57
endpoint_kind=flop
r2r_slack_ns=2.76
crit_arrival_ns=4.81
reg2reg_to=servo_pwm_out_b

[placed_design]
post-place-cells=647
place_congestion=0.884
pre_cts_ws_ns=2.81
portBuffers=3
hpwl_um=6620

[outcome]
status=complete, no violations

[flow_run]
tool_warnings=40
maxCapViolCount=0

[layer usage]
metal / vias up / GRT usage / share of wire
met5: - / 0 / 0
met4: 0 / 0.0307 / 0.027
met3: 16 / 0.0244 / 0.026
met2: 26 / 0.237 / 0.44
met1: 1468 / 0.222 / 0.51
li1: 1736 / - / -
[Yosys cell counts, types with 2 or more instances]
cell / count / area [sq um]
ha_1: 90 / 1130
edfxtp_1: 42 / 1260
nor2_1: 34 / 128
inv_1: 31 / 116
xnor2_1: 29 / 254
xor2_1: 25 / 219
dfxtp_1: 24 / 480
o21ai_0: 23 / 115
nand2_1: 21 / 78.8
a21oi_1: 19 / 95.1
nand3_1: 17 / 85.1
nor2b_1: 13 / 81.3
nor3_1: 10 / 50.1
nor2_4: 9 / 101
nand2b_1: 8 / 50.1
and2_1: 7 / 43.8
a21o_1: 6 / 45.0
and3_1: 6 / 37.5
fa_1: 6 / 120
nand4_1: 6 / 37.5
o21a_1: 6 / 45.0
a31oi_1: 4 / 25.0
nor4_1: 4 / 25.0
clkbuf_1: 3 / 11.3
or3_1: 3 / 18.8
and3_4: 2 / 22.5
buf_6: 2 / 22.5
nor3b_1: 2 / 15.0
o21bai_1: 2 / 15.0
o31a_1: 2 / 17.5
or2_2: 2 / 12.5
[power by group through the flow]
stage / logic (W) / registers, W / clock network (W)
6_report: 0.0000698 / 0.000470 / 0.000397
4_1_cts: 0.0000708 / 0.000469 / 0.000411
5_1_grt: 0.0000809 / 0.000476 / 0.000424
[critical path, stage by stage (launching register included)]
cell	delay (ns)
edfxtp_1	0.45
inv_1	0.12
ha_1	0.34
inv_1	0.08
fa_1	0.48
inv_1	0.05
ha_1	0.30
ha_1	0.30
a21oi_1	0.19
o21bai_1	0.10
and2_1	0.17
nor4b_1	0.59
nand3_1	0.17
xnor2_1	0.16
ha_1	0.29
nor2b_1	0.13
o21ai_0	0.14
o2111a_1	0.23
nand2b_1	0.07
o21ai_0	0.13
[per-stage QoR]
stage / power, W / cell area [sq um]
finish: 0.000937 / 5460
global route: 0.000981 / 5460
CTS: 0.000951 / 5460
detailed placement: 0.000547 / 5180
global placement: 0.000543 / 5180
floorplan: 0.000531 / 4980
[kinds of logic (layout without fill, tap and decap cells)]
family	Yosys count	count (layout)	share of synthesized area
adders and majority gates	96	96	0.250
buffers and inverters	38	52	0.0351
xor gates and xnor gates	54	54	0.0949
AOI/OAI and AO/OA	76	76	0.101
DFF	66	66	0.349
and+or+nand+nor	151	151	0.170
[layout by cell type (no fill, tap or decap), drive strengths merged, types with 6 or more instances in the layout]
cell,count
ha,90
nor2,44
edfxtp,42
inv,33
xnor2,29
xor2,25
dfxtp,24
o21ai,23
nand2,21
a21oi,19
nand3,17
nor2b,13
nor3,10
clkbuf,9
nand2b,8
and2,8
and3,8
a21o,6
nand4,6
o21a,6
fa,6
[registers in the layout (all words and copies together) (netlist names)]
register / cells
rx_data: 8
servo_pwm_out_b: 1
rx_shift: 9
data_ready: 1
x_position: 8
servo_pwm_out_a: 1
baud_cnt: 13
receiving: 1
bit_cnt: 4
pwm_cnt: 20
[layout make-up]
type | count | area [sq um]
repair buffers | 5 | 45.0
clock buffers | 9 | 225
clock inverters | 7 | 53.8
flip-flops and latches | 66 | 1740
multi-input cells | 377 | 3070
inverters | 31 | 116
well taps | 168 | 210
fillers | 1094 | 6600
[worst max path at each step]
stage                 start         endpoint  slack [ns]  cells past startpoint
finish        x_position[2]  servo_pwm_out_b        2.76                     19
global route  x_position[2]  servo_pwm_out_b        2.44                     18
CTS           x_position[2]  servo_pwm_out_b        2.78                     19
No activity file was given, so power comes from the tool's default toggle rates.
