<file path="./run.sh">
#!/bin/bash
# OpenROAD 26Q1-2900-gdf79404cd8, Yosys 0.63+post, stock flow scripts
make -C /OpenROAD-flow-scripts/flow DESIGN_CONFIG=/design/flow/config.mk WORK_HOME=/design/flow/orfs finish
</file>
<file path="./config.mk">
export PLATFORM = sky130hd
export DESIGN_NAME = uart_servo
export DESIGN_NICKNAME = uart_servo
export VERILOG_FILES = /design/flow/design.v
export SDC_FILE = /design/flow/constraint.sdc
export NUM_CORES = 4
export LEC_CHECK = 1
export CORE_UTILIZATION = 40
</file>
<file path="./constraint.sdc">
current_design uart_servo

set clk_period 6.3
set clk_io_pct 0.2

create_clock -name clk0 -period $clk_period [get_ports {clk50mhz}]

set non_clock_inputs [all_inputs -no_clocks]
set_input_delay [expr $clk_period * $clk_io_pct] -clock clk0 $non_clock_inputs
set_output_delay [expr $clk_period * $clk_io_pct] -clock clk0 [all_outputs]
</file>
<file path="./design.v">
module uart_servo(
    input clk50mhz,            
    input uart_rx,             
    output reg servo_pwm_out   
);
    parameter CLK_FREQ = 50000000;
    parameter BAUD_RATE = 9600;
    parameter BAUD_TICK = CLK_FREQ / BAUD_RATE;   
    reg [12:0] baud_cnt = 0;
    reg [3:0]  bit_cnt = 0;
    reg [9:0]  rx_shift = 10'b1111111111;
    reg receiving = 0;
    reg [7:0] rx_data = 8'd0;
    reg data_ready = 0;
    always @(posedge clk50mhz) begin
        data_ready <= 0;   
        if (!receiving) begin
            if (uart_rx == 0) begin   
                receiving <= 1;
                baud_cnt <= BAUD_TICK / 2;   
                bit_cnt <= 0;
            end
        end else begin
            if (baud_cnt == 0) begin
                baud_cnt <= BAUD_TICK - 1;
                rx_shift <= {uart_rx, rx_shift[9:1]};
                bit_cnt <= bit_cnt + 1;
                if (bit_cnt == 9) begin
                    receiving <= 0;
                    rx_data <= rx_shift[8:1];   
                    data_ready <= 1;
                end
            end else begin
                baud_cnt <= baud_cnt - 1;
            end
        end
    end
    reg [7:0] x_target = 8'd128;     
    reg [7:0] x_position = 8'd128;   
    reg [19:0] pwm_cnt = 0;          
    always @(posedge clk50mhz) begin
        if (data_ready)
            x_target <= 8'd255 - rx_data;   
    end
    always @(posedge clk50mhz) begin
        if (pwm_cnt == 0) begin
            if (x_position < x_target)
                x_position <= x_position + 1;
            else if (x_position > x_target)
                x_position <= x_position - 1;
        end
    end
    always @(posedge clk50mhz) begin
        if (pwm_cnt >= 20'd999_999)
            pwm_cnt <= 0;
        else
            pwm_cnt <= pwm_cnt + 1;
    end
    wire [19:0] pulse_width = 20'd50000 + x_position * 20'd392;
    always @(posedge clk50mhz) begin
        servo_pwm_out <= (pwm_cnt < pulse_width);
    end
endmodule
</file>
==> flow_summary_export.csv <==
group,metric,value,unit
outcome,status,"finished clean",
setup_path,reg2reg_to,"servo_pwm_out$_DFF_P_",
global_route,first_global_vias,2829,
routing,routedWlPerCell,11.9,um
timing,fmax,0.217,GHz
setup_path,crit_slowest_cell,"edfxtp_1",
setup_path,path_class,"reg -> reg",
setup_path,cpPeakStageDelay,0.52,ns
timing,whs,0.422,ns
timing,fin_crit,4.61,ns
cells_and_area,syn_to_final_growth,8.23,%
cts,cts_tree,"built",
cts,cts_sinks,73,
floorplan,fp_util,0.411,
timing,final-hold-violation-count,0,
setup_path,cp_top_family,"adder cells",
setup_path,path_depth,16,
cells_and_area,drive_gt1_frac,0.0466,
timing,setup_tns,0,ns
job,cap_violations,0,
routing,ant_nets,0,
yosys,synth_seq_share,0.440,
yosys,syn_avg_cell_area,10.8,um2
routing,wl,6.78,mm
cts,cts_htree_levels,3,
timing,period_used_share,0.731,
setup_path,cp.arrival,4.89,ns
setup_path,crit_required,6.58,ns
floorplan,fp-row-count,38,
routing,first_iter_violations,85,
place,placed_cells,553,
setup_path,critPathLaunch,"x_position[1]$_DFFE_PP_",
yosys,ys_cells,414,
timing,slew_violations,0,
yosys,ys_top_cells_by_area,"edfxtp_1 (34%), ha_1 (18%), dfxtp_1 (10%), xor2_1 (5.1%), xnor2_1 (4.5%)",
routing,firstDrtPassIters,4,
cts,clk_path_buf_depth,2,
yosys,syn-cell-area,4460,um2
place,dp_hpwl,5.01,mm
cts,path_clk_slew,0.08,ns
setup_path,cp_cell_sequence,"ha_1, fa_1, ha_1, ha_1, fa_1, a211oi_1, nor2_1, xor2_1, nand3_1, nor3b_1, xor2_1, ha_1, o21ai_0, a21oi_1, or4_1, a21oi_1",
setup_path,critPathMaxFanout,7,
yosys,largest_area_cell,"edfxtp_1",
floorplan,die_x,108,um
job,warnings,29,
timing,setup_violations,0,
worst_hold_path,hp-start,"rx_shift[1]$_DFFE_PP_",
place,globalplace.congestion,0.823,
setup_path,reg2reg_depth,16,
routing,num_antenna_cells,0,
cts,post_cts_buffers,0,
setup_path,cp_common_cell,"ha_1",
yosys,synth_cell_types,45,
setup_path,cp-endpoint,"servo_pwm_out$_DFF_P_",
global_route,grt_pass1_wl,12.4,mm
setup_path,reg2reg_slack,1.69,ns
cts,clk-insertion-delay-late,0.35,ns
place,port_buffers,2,
global_route,grt_max_degree,22,
floorplan,ios,3,
timing,max_slew_margin,0.469,
floorplan,core,10800,um2
cells_and_area,fin_cells,569,
timing,skew,0.0127,ns
yosys,netlist_instances,414,
global_route,grt_usage,0.138,
setup_path,crit_path_start_kind,"flip-flop",
timing,worst_pin_slew,0.796,ns
yosys,yosysTopAreaCellShare,0.337,
yosys,yosys_warnings,1,
yosys,yosys_area,4460,um2
timing,rsz0062_at_grt,"false",
yosys,synthFlopType,"edfxtp_1",
global_route,overflow,0,
cts,holdBufCountCts,0,
setup_path,end_kind,"flip-flop",
floorplan,dieArea,11600,um2
cts,cts_buffers,9,
setup_path,worstReg2RegStart,"x_position[1]$_DFFE_PP_",
floorplan,dieHeight,108,um
global_route,grt_antenna_before_repair,0,
routing,num_vias,2823,
routing,via_per_inst,4.96,
routing,drc_errors,0,
cts,root_buffer,"clkbuf_8",
setup_path,cp_num_buf_inv,0,
yosys,numSynthFlops,73,
cts,cts_resized,0,
yosys,synth-edff-count,50,
worst_hold_path,hp-class,"reg -> reg",
yosys,async_flop_share,0,
layout make-up:
| type | instances | area [um2] |
|---|---|---|
| Clock buffer | 11 | 131 |
| Multi-Input combinational cell | 308 | 2370 |
| Clock inverter | 5 | 55.1 |
| Sequential cell | 73 | 1960 |
| Timing Repair Buffer | 2 | 20.0 |
| Tap cell | 140 | 175 |
| Inverter | 30 | 113 |
| Fill cell | 1014 | 6020 |
cells in the mapped netlist, types with 3 or more instances:
| cell | instances |
|---|---|
| inv_1 | 30 |
| a31oi_1 | 3 |
| nand2b_1 | 3 |
| fa_1 | 4 |
| a21boi_0 | 3 |
| nor4_1 | 4 |
| nor2b_1 | 12 |
| ha_1 | 63 |
| and3_1 | 9 |
| a21oi_1 | 16 |
| nand2_1 | 20 |
| and2_1 | 4 |
| xnor2_1 | 23 |
| nand3_1 | 15 |
| o21ai_0 | 13 |
| edfxtp_1 | 50 |
| nand4_1 | 5 |
| xor2_1 | 26 |
| dfxtp_1 | 23 |
| a21o_1 | 7 |
| nor2_1 | 40 |
| nor3_1 | 6 |
cell families after synthesis:
group / synth area share
compound gates: 0.0879
xor+xnor: 0.0963
flops: 0.440
buf+inv: 0.0286
fa+ha+maj: 0.195
simple gates: 0.152
worst reg2reg max path, stage by stage (launching register included):
cell and delay (ns):
edfxtp_1 0.52, ha_1 0.38, fa_1 0.47, ha_1 0.30, ha_1 0.22, fa_1 0.41
a211oi_1 0.33, nor2_1 0.10, xor2_1 0.29, nand3_1 0.16, nor3b_1 0.19, xor2_1 0.16
ha_1 0.29, o21ai_0 0.17, a21oi_1 0.05, or4_1 0.41, a21oi_1 0.12
layer usage:
layer | wire length (um) | GRT usage
met5 | 0 | 0
met4 | 45 | 0.0108
met3 | 201 | 0.0327
met2 | 3020 | 0.216
met1 | 3520 | 0.215
cell usage in the layout, fill, tap and decap left out, types with 3 or more instances in the layout:
master and instances:
ha_1 63, edfxtp_1 50, nor2_1 40, inv_1 30, xor2_1 26, xnor2_1 23, dfxtp_1 23, nand2_1 20
a21oi_1 16, nand3_1 15, o21ai_0 13, nor2b_1 12, and3_1 9, clkbuf_8 9, a21o_1 7, nor3_1 6
nand4_1 5, and2_1 4, nor4_1 4, fa_1 4, nand2b_1 3, a31oi_1 3, a21boi_0 3
how the worst min path moves through the flow:
stage | end | depth (start not counted)
CTS | rx_data[0]$_DFFE_PP_ | 0
finish | rx_data[0]$_DFFE_PP_ | 0
global route | rx_data[0]$_DFFE_PP_ | 0
metrics by stage:
stage,setup slack [ns],cell area (um2),utilization
after CTS,1.66,4820,0.445
after global routing,1.36,4820,0.445
final,1.69,4820,0.445
after detailed placement,1.70,4640,0.428
after floorplan,1.98,4460,-
after global placement,1.79,4640,0.428
registers in the layout (all words and copies together) (netlist names):
name	count
bit_cnt	4
rx_data	8
receiving	1
data_ready	1
pwm_cnt	20
x_target	8
rx_shift	9
baud_cnt	13
x_position	8
servo_pwm_out	1
